==> design/flow/design.v <==
module fetch_block (
	input clk, 
	input rst_n, 
	input [31:0] inst_in,
	input [5:0]  curr_pc_in,
	output [5:0] next_pc_out,
	output [31:0] fetch_pipe
);
	logic [31:0] inst;
	logic [5:0]  curr_pc;
	logic [5:0]  next_pc;
	assign inst = inst_in;
	assign curr_pc = curr_pc_in;
	assign next_pc = curr_pc + 1;
	always_ff @(posedge clk or negedge rst_n) begin 
		if (~rst_n) begin
			next_pc_out <= 0;
		end else begin
			next_pc_out <= next_pc;
		end
	end
	always_ff @(posedge clk or negedge rst_n) begin 
		if (~rst_n) begin
			fetch_pipe <= 0;
		end else begin
			fetch_pipe <= inst;
		end
	end
endmodule
==> design/flow/run.sh <==
#!/bin/bash
# OpenROAD 26Q1-2900-gdf79404cd8, Yosys 0.63+post, stock flow scripts
make -C /OpenROAD-flow-scripts/flow DESIGN_CONFIG=/design/flow/config.mk WORK_HOME=/design/flow/orfs finish
==> design/flow/config.mk <==
export PLATFORM = sky130hd
export DESIGN_NAME = fetch_block
export DESIGN_NICKNAME = fetch_block
export VERILOG_FILES = /design/flow/design.v
export SDC_FILE = /design/flow/constraint.sdc
export NUM_CORES = 4
export LEC_CHECK = 1
export CORE_AREA = 10 10 111 111
export DIE_AREA = 0 0 121 121
==> design/flow/constraint.sdc <==
current_design fetch_block

set clk_period 1.0
set clk_io_pct 0.2

create_clock -name clk0 -period $clk_period [get_ports {clk}]

set non_clock_inputs [all_inputs -no_clocks]
set_input_delay [expr $clk_period * $clk_io_pct] -clock clk0 $non_clock_inputs
set_output_delay [expr $clk_period * $clk_io_pct] -clock clk0 [all_outputs]
==> impl_metrics.tcl <==
# implementation run metrics
set metrics [dict create \
    path_depth 1 \
    syn_inst 47 \
    syn2layout_area_growth_pct 84.79 \
    drv_cap 0 \
    ys_ff 38 \
    synth_top_area_share 0.9246 \
    clockRootBuffer "clkbuf_8" \
    sw_frac_of_total 0.2172 \
    p_int_w 0.002382 \
    fp_util 0.1043 \
    row_count 36 \
    firstDrtPassIters 3 \
    vias 696 \
    fillers 1066 \
    cp_max_fo 1 \
    grt_pass1_vias 817 \
    utilization 0.1927 \
    cts_buffers 5 \
    lay_top_count "buf_2" \
    synth.logic.top_family "XOR/XNOR gates" \
    via_per_inst 2.597 \
    slew_violations 0 \
    wl_per_cell_um 12.88 \
    crit_path_start "next_pc_out[4]" \
    dieArea_mm2 0.01464 \
    dp.cells 260 \
    finalCritPeriodShare 0.9785 \
    worstSetupStartpointType "flop" \
    path_class "flop to output port" \
    ant_nets 0 \
    worstSetupEndpointType "output port" \
    cellLeakagePower_nw 0.8452 \
    synth-xor-area-share 0.03406 \
    p_seq_frac 0.538 \
    syn_area_per_cell_um2 21.88 \
    syn_area_mm2 0.001028 \
    cts_setup_buffers 0 \
    clock_sink_count 38 \
    violations "negative hold slack" \
    synthTopCellsByArea "dfrtp_1, xnor2_1, xor2_1" \
    yosys.area_share.adder 0.01217 \
    clockBufferDepth 2 \
    drc 0 \
    worst_slack_ns 0.02148 \
    cp_slowest_cell "dfrtp_1" \
    fin_crit_ns 0.9785 \
    power_density_mw_per_mm2 1601 \
    path_buffers 1 \
    tightestPinTransition_ns 0.2113 \
    drive_gt1_frac 0.3852 \
    cp_data_arrival_time_ns 0.78 \
    status "finished, violations left" \
    core_area_mm2 0.009864 \
    comb_power_share 0.098 \
    pwr-share-clk 0.364 \
    clk_pin_slew_ns 0.08 \
    drt-initial-drc-count 13 \
    timing.fmax_ghz 1.022 \
    hp-class "input port to asynchronous set/reset pin" \
    place_congestion 0.7402 \
    mux_share 0 \
    endpoint "next_pc_out[4]" \
    routed_wl_mm 3.453 \
    grt_max_degree 39 \
    io_buffers 77 \
    cp_top_family "flip-flops" \
    hold_viol 38 \
    die_h_um 121 \
    fp.dieW_um 121 \
    ys_warn_count 5 \
    gr-total-overflow 0 \
    synth_cell_types 8 \
    yosysSeqAreaShare 0.9246 \
    grt_pass1_wl_mm 5.106 \
    cts_tree "yes" \
    warnings 28 \
    whs_ns -0.1402 \
    critPathRequiredTime_ns 0.80 \
    top_area_cell "dfrtp_1" \
    antenna_cells 0 \
    vdd_drop_max_mv 0.5488 \
    slew_headroom 0.8591 \
    grtUsageTotal 0.04615 \
    cpPeakStageDelay_ns 0.36 \
    layout_top_cells "buf_2, dfrtp_1, clkdlybuf4s50_1" \
    yosys.area_share.simple 0.02555 \
    finalSetupViolCount 0 \
    grt_antenna_before_repair 0 \
    ys_sh_aoi 0 \
    rsz0062_at_grt "yes" \
    pin_count 78 \
    htreeDepth 2 \
    yosys_area_mm2 0.001028 \
    finalNonFillerCells 268 \
    crit_chain "buf_2" \
    p_switching_w 0.0006611 \
    ys_cells 47 \
    p_total_w 0.003043 \
    post-place-ws_ns -0.2457 \
]
## cells by family (layout without fill, tap and decap cells)
family        after synthesis  in the layout
flops                      38             38
xor+xnor                    4              4
simple gates                3              3
fa+ha+maj                   1              1
buf+inv                     1             89
## Yosys cell counts
library cell / instances
ha_1: 1
nand3_1: 1
nand3_2: 1
inv_1: 1
xor2_1: 2
xnor2_1: 2
dfrtp_1: 38
and3_4: 1
## registers in the layout, summed over array words and instances (netlist names)
register,cells
next_pc_out,6
fetch_pipe,32
## worst min path at each step
| stage | to | slack, ns | cells after the start |
|---|---|---|---|
| after global routing | fetch_pipe[18] | -0.14 | 2 |
| final | fetch_pipe[18] | -0.14 | 2 |
| after CTS | fetch_pipe[2] | -0.13 | 2 |
## cell type report
cell class | count | area [µm²] | area share
multi-input combinational | 8 | 73.82 | 0.03884
timing repair buffer | 80 | 610.6 | 0.3213
clock inverter | 2 | 12.51 | 0.006583
inverter | 1 | 3.754 | 0.001975
clock buffer | 6 | 82.58 | 0.04345
tap | 133 | 166.4 | 0.08756
sequential | 38 | 950.9 | 0.5003
## what timing repair did
action                     CTS  global route
gates resized              128             0
setup endpoints to repair   38            23
hold endpoints to repair    38            38
## stage by stage
stage | instance area, µm² | hold slack (ns) | TNS (ns)
6_report | 1901 | -0.1402 | 0
5_1_grt | 1901 | -0.1427 | -0.2435
4_1_cts | 1901 | -0.1332 | 0
3_5_place_dp | 1996 | 0.1917 | -0.9249
3_3_place_gp | 1996 | 0.1848 | -0.9150
2_1_floorplan | 1028 | -0.09559 | 0
## per-layer routing
layer,share of wire,GRT usage,wire length [µm]
met5,0,0,0
met2,0.49,0.07517,1701
met1,0.37,0.05116,1282
met3,0.13,0.03023,439
met4,0.0087,0.004525,30
## power groups by stage
stage	registers (W)	clock network [W]	logic, W
4_1_cts	0.00164	0.00117	0.000314
5_1_grt	0.00165	0.00123	0.000333
6_report	0.00164	0.00111	0.000300
No activity file was given, so power comes from the tool's default toggle rates.
