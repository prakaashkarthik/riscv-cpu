--- /design/flow/config.mk ---
export PLATFORM = sky130hd
export DESIGN_NAME = register_file
export DESIGN_NICKNAME = register_file
export VERILOG_FILES = /design/flow/design.v
export SDC_FILE = /design/flow/constraint.sdc
export NUM_CORES = 4
export LEC_CHECK = 1
export CORE_UTILIZATION = 40
--- /design/flow/constraint.sdc ---
current_design register_file

set clk_period 7.9
set clk_io_pct 0.2

create_clock -name clk0 -period $clk_period [get_ports {clk}]

set non_clock_inputs [all_inputs -no_clocks]
set_input_delay [expr $clk_period * $clk_io_pct] -clock clk0 $non_clock_inputs
set_output_delay [expr $clk_period * $clk_io_pct] -clock clk0 [all_outputs]
--- /design/flow/design.v ---
module register_file # (parameter REG_FILE_SIZE = 32, parameter REG_WIDTH = 32) (
	input clk, 
	input rst_n, 
	input [4:0] rd_reg_num0, 
	input [4:0] rd_reg_num1, 
	input [4:0] wr_reg_num, 
	input write_en,
	input [REG_WIDTH - 1 : 0] write_data,	
	output [REG_WIDTH - 1 : 0] read_data0, 
	output [REG_WIDTH - 1 : 0] read_data1
);
	logic [31:0] reg_file [REG_FILE_SIZE];
	logic final_write_en; 
	assign final_write_en = (wr_reg_num == 0) ? 0 : write_en;
	genvar i; 
	generate 
		for (i = 0; i < REG_FILE_SIZE; i++) begin
			always_ff @(posedge clk or negedge rst_n) begin
				if (~rst_n) begin
					reg_file[i] <= 0;
				end else if (final_write_en) begin
					reg_file[wr_reg_num] <= write_data;
				end
			end
		end
	endgenerate
	assign read_data0 = reg_file[rd_reg_num0];
	assign read_data1 = reg_file[rd_reg_num1];
endmodule
--- /design/flow/run.sh ---
#!/bin/bash
# OpenROAD 26Q1-2900-gdf79404cd8, Yosys 0.63+post, stock flow scripts
make -C /OpenROAD-flow-scripts/flow DESIGN_CONFIG=/design/flow/config.mk WORK_HOME=/design/flow/orfs finish
==> Slide: Implementation Results <==
Run Summary

Run status
  – Status: stopped before the end
  – Failed at: synthesis
  – First error message: ERROR: Found 1024 problems in 'check -assert'.

Synth
  – Register area share after synthesis: 0.681
  – Ys cells: 5947
  – Top cells by count: dfrtp_1 (1024), edfxtp_1 (1024), nand2_1 (812)
  – #FFs+latches synth: between 2000 and 2500
  – Syn. warnings: 2
  – Synth area leader: edfxtp_1
  – YS chip area: 82800 um^2
  – Biggest area cells: edfxtp_1 (37%), dfrtp_1 (31%), mux2_2 (10%), a22oi_1 (5.9%), nand2_1 (3.7%)
  – Cell Type Count: 77
  – Most used flip-flop cell: edfxtp_1
  – Async set-or-reset flop fraction in the synthesized netlist: 0.500
  – Post-synth EDFFs: a little over 1000
  – Area leader share: 0.371
-- logic make-up after synthesis --
group / count (synthesis) / synth area share
DFF: 2048 / 0.681
and+or+nand+nor: 1397 / 0.0749
AOI/OAI and AO/OA: 1157 / 0.103
muxes: 844 / 0.114
buffers and inverters: 501 / 0.0274
